==> design/flow/design.v <==
module UART (
	input i_clk,
	input i_rx,
	output o_tx
);
wire w_data_valid;
wire [7:0] w_data;
	uart_rx receiver (.i_clk(i_clk), .i_rx(i_rx), .o_data(w_data), .o_data_valid(w_data_valid));
	uart_tx transmiter (.i_clk(i_clk), .i_data(w_data), .i_send(w_data_valid), .o_tx(o_tx));
endmodule
module uart_rx (
	input i_clk,
	input i_rx,
	output [7:0] o_data,
	output o_data_valid
);
parameter CLK_COUNT = 434;	 
parameter IDLE = 3'b000;
parameter START_BIT = 3'b001;
parameter DATA_BIT = 3'b010;
parameter STOP_BIT = 3'b011;
parameter END = 3'b100;
reg [2:0] r_state = 0;
reg [12:0] r_counter = 0;
reg [2:0] r_index = 0;
reg [7:0] r_data = 0;
reg r_data_valid = 0;
	always @ (posedge i_clk)
	begin
		case(r_state)
			IDLE:
			begin
				r_data_valid <= 1'b0;
				r_counter <= 0;
				r_index <= 0;
				if(i_rx == 1'b0) r_state <= START_BIT;
				else r_state <= IDLE;
			end
			START_BIT:
			begin
				if(r_counter == (CLK_COUNT-1)/2)
				begin
					if(i_rx == 1'b0)
					begin
						r_counter <= 0;
						r_state <= DATA_BIT;
					end
					else r_state <= IDLE;
				end
				else 
				begin
					r_counter <= r_counter + 1;
					r_state <= START_BIT;
				end
			end
			DATA_BIT:
			begin
				if(r_counter == CLK_COUNT-1)
				begin
					r_counter <= 0;
					r_data[r_index] <= i_rx;
					if(r_index<7)
					begin
						r_index <= r_index + 1;
						r_state <= DATA_BIT;
					end
					else
					begin
						r_index <= 0;
						r_state <= STOP_BIT;
					end
				end
				else 
				begin
					r_counter <= r_counter + 1;
					r_state <= DATA_BIT;
				end
			end
			STOP_BIT:
			begin
				if(r_counter == CLK_COUNT-1)
				begin
					if(i_rx == 1'b1)
					begin
						r_counter <= 0;
						r_data_valid <= 1'b1;
						r_state <= END;
					end
					else r_state <= IDLE;
				end
				else 
				begin
					r_counter <= r_counter + 1;
					r_state <= STOP_BIT;
				end
			end
			END:
			begin
				r_data_valid <= 1'b0;
				r_state <= IDLE;
			end
			default:
			begin
				r_state <= IDLE;
			end
		endcase
	end
	assign o_data = r_data;
	assign o_data_valid = r_data_valid;
endmodule
module uart_tx (
	input i_clk,
	input [7:0] i_data,
	input i_send,
	output o_busy,
	output o_tx
);
parameter CLK_COUNT = 434;	 
parameter IDLE = 3'b000;
parameter START_BIT = 3'b001;
parameter DATA_BIT = 3'b010;
parameter STOP_BIT = 3'b011;
reg [2:0] r_state = 0;
reg [12:0] r_counter = 0;
reg [2:0] r_index = 0;
reg r_tx = 1'b1;
reg r_busy = 1'b0;
reg [7:0] r_data;
always @ (posedge i_clk)
	begin
		case(r_state)
			IDLE:
			begin
				r_tx <= 1'b1;
				r_busy <= 1'b0;
				r_counter <= 0;
				r_index <= 0;
				if(i_send == 1'b1) 
				begin
					r_data <= i_data;
					r_busy <= 1'b1;
					r_state <= START_BIT;
				end
				else r_state <= IDLE;
			end
			START_BIT:
			begin
				r_tx <= 1'b0;			
				if(r_counter == CLK_COUNT-1)
				begin
						r_counter <= 0;
						r_state <= DATA_BIT;
				end
				else 
				begin
					r_counter <= r_counter + 1;
					r_state <= START_BIT;
				end
			end
			DATA_BIT:
			begin
				r_tx <= r_data[r_index];
				if(r_counter == CLK_COUNT-1)
				begin
					r_counter <= 0;
					if(r_index<7)
					begin
						r_index <= r_index + 1;
						r_state <= DATA_BIT;
					end
					else
					begin
						r_index <= 0;
						r_state <= STOP_BIT;
					end
				end
				else 
				begin
					r_counter <= r_counter + 1;
					r_state <= DATA_BIT;
				end
			end
			STOP_BIT:
			begin
				r_tx <= 1'b1;
				if(r_counter == CLK_COUNT-1)
				begin
						r_counter <= 0;
						r_busy <= 1'b0;
						r_state <= IDLE;
				end
				else 
				begin
					r_counter <= r_counter + 1;
					r_state <= STOP_BIT;
				end
			end
			default:
			begin
				r_state <= IDLE;
			end
		endcase
	end
	assign o_busy = r_busy;
	assign o_tx = r_tx;
endmodule
==> design/flow/run.sh <==
#!/bin/bash
# OpenROAD 26Q1-2900-gdf79404cd8, Yosys 0.63+post, stock flow scripts
make -C /OpenROAD-flow-scripts/flow DESIGN_CONFIG=/design/flow/config.mk WORK_HOME=/design/flow/orfs finish
==> design/flow/config.mk <==
export PLATFORM = sky130hd
export DESIGN_NAME = UART
export DESIGN_NICKNAME = UART
export VERILOG_FILES = /design/flow/design.v
export SDC_FILE = /design/flow/constraint.sdc
export NUM_CORES = 4
export LEC_CHECK = 1
export CORE_UTILIZATION = 50
==> design/flow/constraint.sdc <==
current_design UART

set clk_period 3.1
set clk_io_pct 0.2

create_clock -name clk0 -period $clk_period [get_ports {i_clk}]

set non_clock_inputs [all_inputs -no_clocks]
set_input_delay [expr $clk_period * $clk_io_pct] -clock clk0 $non_clock_inputs
set_output_delay [expr $clk_period * $clk_io_pct] -clock clk0 [all_outputs]
==> flow_metrics.tcl <==
# metrics dict for downstream scripts
set metrics [dict create \
    grt_usage_pct 16.5 \
    cts_setup_buffers 0 \
    drive_gt1_share_pct 8.55 \
    fp_util_pct 53.1 \
    grt_remaining_overflow 0 \
    top_cells_by_area "edfxtp_1, ha_1, nor2_1" \
    gp_congestion 0.806 \
    worstReg2RegEnd "receiver.r_counter[1]" \
    max_freq_mhz 427 \
    setup_viol 0 \
    die_x_microns 79.4 \
    r2r_setup_slack_ps 760 \
    netlist_instances 266 \
    dieArea_sq_um 6300 \
    portBuffers 2 \
    ys.flops 55 \
    worstMarginPinSlew_ps 598 \
    postLayoutCellArea_sq_um 3160 \
    top_area_share_pct 50.1 \
    final.min_clock_period_ps 2340 \
    placeableCoreArea_sq_um 5640 \
    antenna_found_initial 0 \
    vias 1800 \
    layout.cells.non_filler 341 \
    cts_resized 0 \
    hold_slack_ps 455 \
    outcome "completed" \
    fin_skew_ps 8.80 \
    cts_tree "done" \
    worstSetupPathType "flop to flop" \
    grt_max_degree 16 \
    area_growth_pct 5.68 \
    syn-cell-area_sq_um 2990 \
    firstDrtPassIters 4 \
    detail-route-antenna-nets 0 \
    grt_pass1_vias 1669 \
    cts_sinks 55 \
    cts.reportedPaths.clkPinSlew_ps 90 \
    ys_chip_area_sq_um 2990 \
    clockBufferDepth 2 \
    edf_count 50 \
    log.warning_count 37 \
    final.period_utilization_pct 75.6 \
    comb_area_sq_um 1310 \
    finalHoldViolCount 0 \
    cts_made_buffers 5 \
    place_inst 334 \
    synth-async-reset-ratio_pct 0 \
    mostFrequentLayoutCells "edfxtp_1, nor2_1, nand2_1" \
    drv_slew 0 \
    lay_top_count "edfxtp_1" \
    setup_slack_ps 756 \
    wirelength_microns 4350 \
    required_ps 3150 \
    yosys_cells 266 \
    fillCellCount 469 \
    power_density_nw_per_um2 611 \
    syn_area_per_cell_sq_um 11.3 \
    synth_top_cell_by_area "edfxtp_1" \
    setup_tns_ps 0 \
    post-place-ws_ps 772 \
    drc 0 \
    hold_path_end "transmiter.r_data[6]" \
    p_leak_nw 1.15 \
    end_kind "flop" \
    rsz0062_at_grt "no" \
    peakVddDrop_mv 0.414 \
    placed_cell_area_sq_um 3090 \
    holdPathStages 0 \
    r2r-start "receiver.r_counter[1]" \
    via_per_inst 5.28 \
    maxCapViolCount 0 \
    io_pins 3 \
    seq_area_sq_um 1600 \
    slew_headroom_pct 59.7 \
    critPathLaunchType "flop" \
    grt_pass1_wl_microns 7680 \
    yosys.cell_types.count 40 \
    diodes 0 \
    dp_hpwl_microns 3090 \
    hold_path.class "flop to flop" \
    ys_warn_count 2 \
    rows 27 \
    arrival_ps 2390 \
    htree_levels 2 \
    min-delay-start "receiver.r_data[6]" \
    ys_seq_share_pct 53.5 \
    die_h_microns 79.4 \
    r2r_cells 7 \
    routedWlPerCell_microns 12.8 \
    cts_hold_buf 0 \
    clockRootBuffer "clkbuf_8" \
    cp_max_fo 13 \
    insertion_delay_ps 290 \
    drt_iter0_drc 76 \
    synthFlopType "edfxtp_1" \
]
## kinds of logic (layout without fill, tap and decap cells)
kind of cell | after synthesis | after routing | synth area share, %
and+or+nand+nor | 119 | 119 | 20.9
AOI/OAI and AO/OA | 18 | 18 | 4.39
DFF | 55 | 55 | 53.5
muxes | 10 | 10 | 3.97
buffers and inverters | 23 | 26 | 3.13
adders and majority gates | 17 | 17 | 7.10
xor gates and xnor gates | 24 | 24 | 7.02
## worst max-delay path by stage
stage | cells past startpoint | from | endpoint
CTS | 7 | receiver.r_counter[1] | receiver.r_counter[7]
global route | 7 | receiver.r_counter[1] | receiver.r_counter[3]
finish | 7 | receiver.r_counter[1] | receiver.r_counter[1]
## synthesized netlist by cell type (5+ instances only)
| cell type | number |
|---|---|
| edfxtp_1 | 50 |
| nor2_1 | 39 |
| nand2_1 | 23 |
| ha_1 | 17 |
| inv_1 | 15 |
| xnor2_1 | 15 |
| nand3_1 | 11 |
| xor2_1 | 9 |
| nand4_1 | 8 |
| nor3_1 | 8 |
| clkbuf_1 | 6 |
| o21ai_0 | 6 |
| dfxtp_1 | 5 |
| mux2_2 | 5 |
| nand2b_1 | 5 |
## worst max-delay path, stage by stage (launching register included)
cell and delay [ps]:
edfxtp_1 430, inv_1 100, ha_1 140, or3b_2 490
or4_4 460, nor3_2 180, a311oi_2 60, buf_4 220
## through the flow
step | util [%] | power (mW)
2_1_floorplan | - | 1.49
3_3_place_gp | 54.7 | 1.59
3_5_place_dp | 54.7 | 1.59
4_1_cts | 56.1 | 1.96
5_1_grt | 56.1 | 2.06
6_report | 56.1 | 1.93
## routing by layer
layer  GRT usage (%)  vias up  part of all wire [%]
met5               0        -                     0
met4            1.64        0                  0.71
met3            3.60        2                   2.9
met2            22.2       15                    42
met1            30.5      831                    55
li1                -      952                     -
## flip-flops by register name (all words and copies together) (netlist names)
| register | cells |
|---|---|
| receiver.r_counter | 13 |
| transmiter.r_counter | 13 |
| receiver.r_data | 8 |
| transmiter.r_data | 8 |
| receiver.r_index | 3 |
| receiver.r_state | 3 |
| transmiter.r_index | 3 |
| transmiter.r_state | 2 |
| receiver.r_data_valid | 1 |
| transmiter.r_tx | 1 |
## power breakdown
group	switching [mW]	leakage [nW]	internal [mW]	total (mW)
combinational	0.198	0.547	0.193	0.391
sequential	0.171	0.562	1.01	1.18
clock	0.203	0.0383	0.156	0.359
total	0.572	1.15	1.36	1.93
## final cells by class
| class | instances | area share [%] |
|---|---|---|
| tap | 72 | 2.85 |
| inverter | 15 | 1.78 |
| timing repair buffer | 4 | 1.11 |
| multi-input combinational | 188 | 41.2 |
| sequential | 55 | 50.6 |
| clock buffer | 7 | 2.41 |
Power and IR drop assume default switching activity.
